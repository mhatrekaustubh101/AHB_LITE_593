<file path="/design/flow/run.sh">
#!/bin/bash
# OpenROAD 26Q1-2900-gdf79404cd8, Yosys 0.63+post, stock flow scripts
make -C /OpenROAD-flow-scripts/flow DESIGN_CONFIG=/design/flow/config.mk WORK_HOME=/design/flow/orfs finish
</file>
<file path="/design/flow/design.v">
module mem
#(
	parameter SLAVE_ADDRWIDTH = 8,
	parameter SLAVE_DATAWIDTH = 8
)
(
	input	logic						clk,	  
	input   logic                                           HRESETn,
	input	logic						rdEn,	  
	input	logic						wrEn,	  
	input	logic	[SLAVE_ADDRWIDTH-1:0]		        Addr,     
	input	logic   [SLAVE_DATAWIDTH-1:0]		        Datai,    
	output	logic   [SLAVE_DATAWIDTH-1:0]		        Datao	  
);
localparam MEMDEPTH = 2 ** SLAVE_ADDRWIDTH;
logic	[SLAVE_DATAWIDTH-1:0]		M[MEMDEPTH];		 
initial
begin
 for (int i=0;i<MEMDEPTH;i++)
                begin
                        M[i]= '0;
                end
end
always_comb
begin
if ((wrEn == 1'b0) && (rdEn == 1'b1))
	begin
	Datao  = M[Addr];
	end
else
	Datao = 'bz;
end
always @(posedge clk) 
begin
	if ((wrEn == 1'b1) && (rdEn == 1'b0))
	begin
		M[Addr] <= Datai;
	end
	else
	begin
		M[Addr] <= M[Addr];
	end
end  
endmodule
</file>
<file path="/design/flow/constraint.sdc">
current_design mem

set clk_period 27.3
set clk_io_pct 0.2

create_clock -name clk0 -period $clk_period [get_ports {clk}]

set non_clock_inputs [all_inputs -no_clocks]
set_input_delay [expr $clk_period * $clk_io_pct] -clock clk0 $non_clock_inputs
set_output_delay [expr $clk_period * $clk_io_pct] -clock clk0 [all_outputs]
</file>
<file path="/design/flow/config.mk">
export PLATFORM = sky130hd
export DESIGN_NAME = mem
export DESIGN_NICKNAME = mem
export VERILOG_FILES = /design/flow/design.v
export SDC_FILE = /design/flow/constraint.sdc
export NUM_CORES = 4
export LEC_CHECK = 1
export CORE_UTILIZATION = 40
</file>
==> reports/metrics.yaml <==
run_status:
  outcome: "finished clean"
global_route:
  first_global_vias: 41563
  antenna_found_initial: 2
  grtUsageTotal_pct: 21.2
  overflow: 0
  grt_pass1_wl_um: 280000
  grt_max_degree: 129
final_timing:
  drv_slew: 0
  max_freq_mhz: 60.2
  setup_violations: 0
  tightestPinTransition_ns: 0.925
  rsz0062_at_grt: "false"
  min_period_ns: 16.62
  tns_ns: 0
  hold_viol: 0
  slew_headroom_pct: 37.7
  fin_crit_sh_pct: 60.9
  skew_ns: 0.0413
route:
  drt-total-wl_um: 191000
  vias_per_cell: 5.59
  vias: 38721
  ant_nets: 0
  drtIter0Drc: 2531
  route.met3.wl_um: 27400
  drc: 0
  dr_wl_met2_um: 91700
  dr.pass1.iters: 7
  top_layer_used: "met5"
  wl_per_cell_um: 27.6
  wl_met1_um: 65800
synth:
  synth_area_leader_cell: "edfxtp_1"
  ys.flops: 2048
  synth-main-ff-cell: "edfxtp_1"
  yosys_warnings: 2
  synth-async-reset-ratio_pct: 0
  top_area_share_pct: 77.2
  netlist_instances: 4026
  synth.area.top_cells: "edfxtp_1, mux4_2, mux2i_1"
  synth_seq_share_pct: 77.2
  synthesis.area_um2: 79700
  ys_chip_area_um2: 79700
  ys_cells: 4026
  edf_count: 2048
  synth.distinct_cells: 46
  syn-mean-instance-area_um2: 19.8
die:
  dieArea_um2: 201000
  rows: 163
  die_w_um: 448
  core_area_um2: 198000
  io_pins: 28
  fp_util_pct: 40.3
  dieHeight_um: 448
cells_and_area:
  lay_top_cells: "edfxtp_1, mux2i_1, mux4_2"
  reg.largest.list: "M (2048)"
  area_growth_pct: 12.0
  lay_top_count: "edfxtp_1"
  largest_register_ffs: 2048
  fill_cells: 16285
  largest_register: "M"
  post-route-util_pct: 45.2
  drive_above_1_share_pct: 16.9
critical_path:
  reg2reg_depth: 10
  start_kind: "primary input"
  reg2reg_slack_ns: 21.90
  cp-end-kind: "primary output"
  timing.rr.start: "M[151][3]$_DFFE_PP_"
  path_class: "in2out"
  path_max_fanout: 53
  crit_arrival_ns: 11.16
  cp.required_ns: 21.84
  crit_start: "Addr[0]"
power:
  p_leak_nw: 28.2
  total_power_w: 0.00663
  vdd_drop_max_v: 0.0000510
  power.density_nw_per_um2: 74.3
  seqPwrFrac_pct: 54.1
  sw_frac_of_total_pct: 22.4
  p_int_w: 0.00514
  p_comb_share_pct: 6.4
  power_frac_clock_pct: 39.5
  switching_power_w: 0.00148
clocking:
  cts_resized: 0
  clk_path_buf_depth: 3
  htreeDepth: 4
  root_buffer: "clkbuf_16"
  cts_setup_buffers: 0
  clk_latency_ns: 0.84
  cts_tree: "done"
  holdBufCountCts: 0
  clock-sinks: 2048
  cts_made_buffers: 205
  path_clk_slew_ns: 0.06
hold_path:
  hold_depth: 6
  hp-class: "reg2reg"
  hp-start: "M[202][3]$_DFFE_PP_"
placed_design:
  place_hpwl_um: 115000
  gp_congestion: 0.880
  portBuffers: 26
run:
  warning_count: 30
  max_cap_violations: 0
==> stage by stage <==
stage	setup slack (ns)	area [um2]	hold slack [ns]	instances
finish	10.68	89200	1.78	6930
global route	10.28	89200	1.90	6929
floorplan	14.59	79700	2.30	4026
global placement	10.53	83000	1.77	6558
CTS	10.49	89200	1.83	6929
detailed placement	10.49	83000	1.82	6558
==> synthesized netlist by cell type, drive strengths merged (10+ instances only) <==
master / instances
o22ai: 37
clkbuf: 109
a221oi: 62
o211ai: 11
buf: 144
nand4: 18
nand2: 92
a21oi: 47
nor2b: 18
nor2: 276
and3: 14
nand3: 90
a22oi: 148
mux2i: 448
mux4: 305
a41oi: 19
and2: 10
o21ai: 49
edfxtp: 2048
==> cell type report <==
| cell class | instances | area, um2 | share of cell area [%] |
|---|---|---|---|
| Antenna cell | 1 | 2.50 | 0.00280 |
| Sequential cell | 2048 | 61500 | 68.9 |
| Timing Repair Buffer | 145 | 1190 | 1.33 |
| Tap cell | 2640 | 3300 | 3.70 |
| Multi-Input combinational cell | 1722 | 17000 | 19.0 |
| Clock buffer | 257 | 5350 | 5.99 |
| Inverter | 3 | 11.3 | 0.0126 |
| Clock inverter | 114 | 896 | 1.00 |
==> cell families (layout without fill, tap and decap cells) <==
kind of cell,after synthesis,after routing,share of synthesized area [%]
DFF,2048,2048,77.2
muxes,761,761,14.4
and+or+nand+nor,563,563,3.18
AOI/OAI and AO/OA,398,398,3.55
buffers and inverters,256,519,1.75
other,0,1,0
==> layer usage <==
metal / global-route usage [%] / up-vias
li1: - / 16779
met1: 27.6 / 19797
met2: 31.3 / 1808
met3: 13.5 / 333
met4: 5.55 / 4
met5: 0.529 / -
==> worst paths after layout <==
kind / end
worst max-delay path: Datao[0]
worst min-delay path: M[201][3]$_DFFE_PP_
worst max register to register: M[90][3]$_DFFE_PP_
worst min register to register: M[201][3]$_DFFE_PP_
==> worst max-delay path: stages <==
cell and delay [ns]:
buf_8 0.46, buf_4 0.70, buf_4 0.60, buf_4 0.60, buf_4 0.62, mux2i_1 0.17
a221oi_1 0.37, o21ai_0 0.19, a41oi_1 0.67, nor4_1 0.26, a32oi_1 0.26, buf_4 0.20
clkdlybuf4s50_1 0.47
==> power by group through the flow <==
stage	Combinational [W]	Sequential, W	Clock (W)
CTS	0.000430	0.00358	0.00267
global route	0.000458	0.00358	0.00279
finish	0.000423	0.00358	0.00262
No activity file was given, so power comes from the tool's default toggle rates.
